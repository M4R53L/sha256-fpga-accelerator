### design/flow/constraint.sdc
current_design accelerator_wb

set clk_period 1.7
set clk_io_pct 0.2

create_clock -name clk0 -period $clk_period [get_ports {clk}]

set non_clock_inputs [all_inputs -no_clocks]
set_input_delay [expr $clk_period * $clk_io_pct] -clock clk0 $non_clock_inputs
set_output_delay [expr $clk_period * $clk_io_pct] -clock clk0 [all_outputs]
### design/flow/design.v
module accelerator_wb (
    input	logic	clk, 
    input	logic			wb_rst_i, 
	input	logic			wb_we_i, 
	input	logic			wb_stb_i, 
    input	logic	[2:0]	wb_cti_i,
    input	logic	[1:0]	wb_bte_i,
	input	logic			wb_cyc_i, 
	output	logic			wb_ack_o, 
	input	logic	[3:0]	wb_sel_i,
	input	logic	[7:0]	wb_adr_i,	 
	input	logic	[31:0]	wb_dat_i,    
	output	logic	[31:0]	wb_dat_o, 
	output	logic			wb_err_o,
	output	logic			wb_rty_o,	
	output	logic	[7:0]	wb_adr_reg,   
	input	logic	[31:0]	wb_data_reg_in, 
	output	logic	[31:0]	wb_data_reg_out,
	output	logic			we_o, 
	output	logic			re_o  
);
logic	[7:0]	wb_adr_is;
logic			wb_we_is;
logic			wb_cyc_is;
logic			wb_stb_is;
logic			wre ; 
logic	[1:0]	wbstate;
logic	[31:0]	wb_dat_is;
assign		wb_rty_o = 1'b0;
assign		wb_err_o  = 1'b0;
always_ff@(posedge clk or posedge wb_rst_i)
	if (wb_rst_i) begin
		wb_ack_o <= 1'b0;
		wbstate <= 0;
		wre <= 1'b1;
	end else
		case (wbstate)
			0: begin
				if (wb_stb_is & wb_cyc_is) begin
					wre <= 0;
					wbstate <= 1;
					wb_ack_o <= 1;
				end else begin
					wre <= 1;
					wb_ack_o <= 0;
				end
			end
			1: begin
			   wb_ack_o <= 0;
				wbstate <= 2;
				wre <= 0;
			end
			2: begin
				wb_ack_o <= 0;
				wbstate <= 3;
				wre <= 0;
			end
			3: begin
				wb_ack_o <= 0;
				wbstate <= 0;
				wre <= 1;
			end
		endcase
assign  we_o =  wb_we_is & wb_stb_is & wb_cyc_is & wre ;  
assign  re_o = ~wb_we_is & wb_stb_is & wb_cyc_is & wre ;  
assign  wb_data_reg_out = wb_dat_is;
assign  wb_adr_reg = wb_adr_is;
always  @(posedge clk or posedge wb_rst_i)
	if (wb_rst_i) begin
		wb_adr_is	<= 0;
		wb_we_is	<= 0;
		wb_cyc_is	<= 0;
		wb_stb_is	<= 0;
		wb_dat_is 	<= 0;
	end else begin
		wb_adr_is	<= wb_adr_i;
		wb_we_is	<= wb_we_i;
		wb_cyc_is	<= wb_cyc_i;
		wb_stb_is	<= wb_stb_i;
		wb_dat_is	<= wb_dat_i;
	end
always_ff @(posedge clk or posedge wb_rst_i)
	if (wb_rst_i)
		wb_dat_o <= 0;
	else
		wb_dat_o <= wb_data_reg_in;
endmodule
### design/flow/config.mk
export PLATFORM = sky130hd
export DESIGN_NAME = accelerator_wb
export DESIGN_NICKNAME = accelerator_wb
export VERILOG_FILES = /design/flow/design.v
export SDC_FILE = /design/flow/constraint.sdc
export NUM_CORES = 4
export LEC_CHECK = 1
export CORE_UTILIZATION = 40
### design/flow/run.sh
#!/bin/bash
# OpenROAD 26Q1-2900-gdf79404cd8, Yosys 0.63+post, stock flow scripts
make -C /OpenROAD-flow-scripts/flow DESIGN_CONFIG=/design/flow/config.mk WORK_HOME=/design/flow/orfs finish
==> results.py <==
# Metrics from the implementation run
metrics = {
    "status": {
        "status": "finished clean",
    },
    "routing": {
        "drt_pass1_iterations": 4,
        "wire_per_inst_um": 14.5,
        "drcViolationCount": 0,
        "vias": 1359,
        "ant_nets": 0,
        "wirelength_um": 4800,
        "drt_iter0_drc": 34,
        "antenna_cells": 0,
        "vias_per_cell": 4.12,
    },
    "cells_and_area": {
        "lay_top_cells": "clkdlybuf4s50_1 (149), dfrtp_1 (79), clkbuf_8 (10)",
        "seq_area_um2": 2030,
        "drive_gt1_frac": 0.0846,
        "layout.cells.most_common": "clkdlybuf4s50_1",
        "n_fill_cell": 314,
        "mi_logic_area_um2": 76.3,
        "fin_area_um2": 3920,
        "syn2layout_area_growth_pct": 84.9,
    },
    "critical_path": {
        "critPathKind": "reg -> out",
        "cp_slowest_stage_delay_ns": 0.52,
        "startpoint_type": "flip-flop",
        "crit_chain": "and4_4 -> dlygate4sd2_1",
        "worstPathMaxFanout": 2,
        "cp_slowest_cell": "dfstp_2",
        "worstPathRequired_ns": 1.36,
        "arrival_ns": 1.22,
        "endpoint_kind": "output port",
        "reg2reg_depth": 1,
    },
    "clocking": {
        "cts.sink_count": 81,
        "clockBufferDepth": 2,
        "cts_max_level": 3,
        "clk_latency_ns": 0.33,
        "root_buffer": "clkbuf_8",
        "cts_tree": "built",
        "numCtsBuffers": 9,
        "clkTransAtPathRegs_ns": 0.07,
    },
    "timing": {
        "hold_violations": 0,
        "fin_crit_ns": 1.56,
        "fin_setup_tns_ns": 0,
        "fmax_ghz": 0.642,
        "slew_violations": 0,
        "fin_crit_sh": 0.916,
        "finalSetupViolCount": 0,
        "skew_ns": 0.00393,
        "rsz0062_at_grt": "no",
    },
    "logic_synthesis": {
        "synth_seq_share": 0.957,
        "synth_cells": 93,
        "synth_top_area_share": 0.933,
        "synth_top_cell_by_area": "dfrtp_1",
        "yosys_cells": 93,
        "ys.flops": 81,
        "ys_warn_count": 1,
        "ys_area_um2": 2120,
        "syn_avg_cell_area_um2": 22.8,
        "syn-cell-area_um2": 2120,
        "ys_top_cells_by_area": "dfrtp_1 (93%), dfstp_2 (2.5%), a21o_1 (0.71%)",
        "synth.distinct_cells": 12,
    },
    "floorplan": {
        "rows": 26,
        "die_h_um": 74.8,
        "die-area_um2": 5590,
        "coreArea_um2": 5110,
        "die_width_um": 74.8,
        "pin_count": 163,
        "fp-utilization": 0.415,
    },
    "worst_hold_path": {
        "hold_class": "reg -> reg",
        "min_delay_path_depth": 0,
    },
    "grt": {
        "grt_pass1_vias": 1369,
        "grt_max_degree": 82,
        "antenna_found_initial": 0,
        "grt_pass1_wl_um": 7090,
        "grt_remaining_overflow": 0,
        "grtUsageTotal": 0.188,
    },
    "place": {
        "dpl.hpwl_um": 3670,
        "portBuffers": 151,
        "place_area_um2": 3730,
        "place_congestion": 0.734,
    },
    "power": {
        "leakagePower_nw": 1.70,
        "p_per_area_nw_per_um2": 952,
        "vdd_drop_max_v": 0.000638,
    },
    "run": {
        "warnings": 35,
        "drv_cap": 0,
    },
}
-- final timing paths --
path | startpoint | endpoint | slack, ns
min | wbstate[1] | wbstate[3] | 0.43
min reg2reg | wbstate[1] | wbstate[3] | 0.43
min in group asynchronous | wb_rst_i | wb_dat_o[2] | 0.48
max in group asynchronous | wb_rst_i | wbstate[0] | 0.89
max reg2reg | wbstate[3] | wb_ack_o | 0.91
max | wre | we_o | 0.14
-- critical path: cells and delay by family (launching register included) --
family | cells | cell delay [ns]
flip-flops | 1 | 0.52
buffers and inverters | 1 | 0.19
AND/OR/NAND/NOR | 1 | 0.18
-- synthesized netlist by cell type, drive strengths merged --
| master | count |
|---|---|
| buf | 2 |
| nor2 | 1 |
| and3 | 1 |
| nand2 | 1 |
| conb | 1 |
| dfstp | 2 |
| a21o | 2 |
| nor4 | 1 |
| and4 | 1 |
| dfrtp | 79 |
| inv | 1 |
| nor3b | 1 |
-- cells by family after synthesis --
logic type | Yosys count | share of synthesized area
other | 1 | 0.00177
AND-OR/OR-AND | 2 | 0.00708
buffers and inverters | 3 | 0.00885
flip-flops | 81 | 0.957
AND/OR/NAND/NOR | 6 | 0.0248
-- stage by stage --
step | utilization | std cells | hold WS, ns | power, W | setup WS [ns]
final | 0.767 | 330 | 0.426 | 0.00373 | 0.143
after CTS | 0.767 | 330 | 0.423 | 0.00378 | 0.115
after global routing | 0.767 | 330 | 0.427 | 0.00389 | 0.0731
after floorplan | - | 94 | 0.371 | 0.00209 | 0.438
after detailed placement | 0.731 | 314 | 0.415 | 0.00247 | 0.196
after global placement | 0.731 | 314 | 0.406 | 0.00246 | 0.192
-- per-layer routing --
metal  track usage  share of wire  vias to the layer above
li1              -              -                      611
met1         0.256           0.36                      659
met2         0.297           0.50                       84
met3        0.0828           0.13                        5
met4        0.0398          0.016                        0
met5             0              0                        -
-- registers in the layout, indices dropped and copies added, names as in the netlist --
signal     flops
wb_ack_o       1
wb_we_is       1
wb_dat_is     32
wb_cyc_is      1
wre            1
wbstate        4
wb_stb_is      1
wb_dat_o      32
wb_adr_is      8
-- cell type report --
cell class                      instances  share of cell area
Sequential cell                        81               0.518
Timing Repair Buffer                  152               0.390
Clock buffer                           13              0.0380
Tap cell                               70              0.0223
Multi-Input combinational cell         10              0.0195
Clock inverter                          3              0.0102
Inverter                                1             0.00192
-- where the power goes --
| group | leakage (nW) | internal, W | total, W | switching, W |
|---|---|---|---|---|
| Combinational | 0.650 | 0.000302 | 0.000378 | 0.0000762 |
| Sequential | 0.950 | 0.00202 | 0.00205 | 0.0000278 |
| Clock | 0.0974 | 0.000716 | 0.00130 | 0.000588 |
-- what timing repair did --
action	CTS	global route
setup endpoints to repair	2	0
hold buffers	0	0
setup buffers	0	0
gates resized	3	0
Power and IR drop assume default switching activity.
